**/design/flow/run.sh**
```bash
#!/bin/bash
# OpenROAD 26Q1-2900-gdf79404cd8, Yosys 0.63+post, stock flow scripts
make -C /OpenROAD-flow-scripts/flow DESIGN_CONFIG=/design/flow/config.mk WORK_HOME=/design/flow/orfs finish
```
**/design/flow/config.mk**
```make
export PLATFORM = sky130hd
export DESIGN_NAME = led_matrix_driver
export DESIGN_NICKNAME = led_matrix_driver
export VERILOG_FILES = /design/flow/design.v
export SDC_FILE = /design/flow/constraint.sdc
export NUM_CORES = 4
export LEC_CHECK = 1
export CORE_UTILIZATION = 30
```
**/design/flow/constraint.sdc**
```tcl
current_design led_matrix_driver

set clk_period 5.2
set clk_io_pct 0.2

create_clock -name clk0 -period $clk_period [get_ports {clock}]

set non_clock_inputs [all_inputs -no_clocks]
set_input_delay [expr $clk_period * $clk_io_pct] -clock clk0 $non_clock_inputs
set_output_delay [expr $clk_period * $clk_io_pct] -clock clk0 [all_outputs]
```
**/design/flow/design.v**
```verilog
module led_matrix_driver (clock, red_array, green_array, red_driver,
		green_driver, row_sink);
		input clock;
		input [7:0][7:0] red_array, green_array;
		output reg [7:0] red_driver, green_driver, row_sink;
		reg [2:0] count;
		always @(posedge clock)
				count <= count + 3'b001;
		always @(*)
				case (count)
					3'b000: row_sink = 8'b11111110;
					3'b001: row_sink = 8'b11111101;
					3'b010: row_sink = 8'b11111011;
					3'b011: row_sink = 8'b11110111;
					3'b100: row_sink = 8'b11101111;
					3'b101: row_sink = 8'b11011111;
					3'b110: row_sink = 8'b10111111;
					3'b111: row_sink = 8'b01111111;
				endcase
		assign red_driver = red_array[count];
		assign green_driver = green_array[count];
endmodule
```
==> impl_metrics.py <==
# Flow results
metrics = {
    "placed_design": {
        "pre_cts_slack_ps": 1480,
        "numPortBuffers": 152,
        "place_hpwl_um": 4240,
        "dpl.cell_count": 282,
        "gp_congestion": 0.900,
        "placed_area_mm2": 0.00293,
    },
    "run": {
        "maxCapViolCount": 0,
        "openroad.warnings": 30,
    },
    "critical_path": {
        "worstSetupStartpoint": "green_array[18]",
        "slowest_delay_ps": 510,
        "worstPathArrival_ps": 2680,
        "ff2ff_setup_slack_ps": 3740,
        "crit_fanout": 1,
        "ff2ff_path_depth": 4,
        "crit_chain": "clkdlybuf4s50_1 > mux4_1 > mux2_2 > clkdlybuf4s50_1",
        "slowest_stage": "mux4_1",
        "r2r_start": "count[0]$_DFF_P_",
        "worstSetupPathType": "input pin to primary output",
        "worstPathRequired_ps": 4160,
        "cp-endpoint": "green_driver[2]",
        "r2r_end": "row_sink[7]$_SDFF_PN1_",
        "cp-end-kind": "primary output",
        "start_kind": "input pin",
        "cpMostUsedCell": "clkdlybuf4s50_1",
    },
    "clock_network": {
        "htreeDepth": 1,
        "clock_path_buffers": 2,
        "postCtsSetupBuffers": 0,
        "cts_buffers": 3,
        "cts.sinks": 11,
        "clk_pin_slew_worst_paths_ps": 50,
        "postCtsHoldBufs": 0,
        "clk_latency_ps": 230,
        "cts_root_buffer": "clkbuf_8",
        "cts_resized": 0,
        "cts_tree": "done",
    },
    "synthesis": {
        "syn_avg_cell_area_um2": 16.4,
        "ys_sh_xor_pct": 0.629,
        "ys_sh_adder_pct": 4.50,
        "topCellsByArea": "mux4_1 (45%), dfxtp_1 (16%), mux2_2 (13%)",
        "synthAoiAreaFrac_pct": 0,
        "syn_inst": 85,
        "yosysWarnings": 3,
        "top_cell_area_share_pct": 45.3,
        "ys_types": 13,
        "ys_seq_elements": 11,
        "synthMuxAreaShare_pct": 71.2,
        "ys_cells": 85,
        "top_logic_kind": "multiplexers",
        "top_area_cell": "mux4_1",
        "syn-cell-area_mm2": 0.00139,
        "ys_area_mm2": 0.00139,
        "synth-simple-area-share_pct": 2.16,
        "ys_seq_share_pct": 15.8,
    },
    "route": {
        "first_pass_iters": 4,
        "drc_errors": 0,
        "dr_total_vias": 1439,
        "ant_nets": 0,
        "drtIter0Drc": 43,
        "antenna_cells": 0,
        "via_per_inst": 5.03,
        "wl_per_cell_um": 17.3,
        "wl_um": 4950,
    },
    "global_routing": {
        "grt_usage_pct": 21.3,
        "grt_pass1_vias": 1563,
        "grt_max_degree": 34,
        "antenna_found_initial": 0,
        "grt_overflow_total": 0,
        "grt_pass1_wl_um": 7670,
    },
    "power_and_ir_drop": {
        "max-vdd-ir-drop_mv": 0.0648,
        "p_comb_share_pct": 44.2,
        "power.share.clock_pct": 27.2,
        "power_switching_share_pct": 15.3,
        "p_sw_mw": 0.0451,
        "internal_power_mw": 0.250,
        "p_leak_nw": 1.07,
        "power_density_mw_per_mm2": 99.5,
        "seq_power_share_pct": 28.6,
    },
    "cells_and_area": {
        "flop_area_um2": 221,
        "fin_area_mm2": 0.00297,
        "comb_area_mm2": 0.00109,
        "n_fill_cell": 306,
        "area_growth_syn_to_layout_pct": 114,
        "drive_above_1_share_pct": 13.2,
        "final_cells": 286,
    },
    "status": {
        "outcome": "complete, no violations",
    },
    "final_timing": {
        "rsz0062_at_grt": "no",
        "finalSetupViolations": 0,
        "fin_crit_sh_pct": 71.6,
        "drv_slew": 0,
        "final.setup.tns_ps": 0,
        "clock_skew_ps": 1.24,
        "post-route-min-period_ps": 3720,
        "max_freq_mhz": 269,
        "slew-limit-headroom_pct": 63.8,
        "hold_violations": 0,
        "worst_slew_pin_slew_ps": 543,
        "fin_ws_ps": 1480,
    },
    "floorplan": {
        "dieHeight_um": 70.1,
        "rows": 24,
        "fp.dieArea_mm2": 0.00491,
        "die_w_um": 70.1,
        "core_mm2": 0.00441,
        "io_pins": 153,
        "fp_util_pct": 31.5,
    },
    "worst_hold_path": {
        "hold_path_class": "register to register",
    },
}
## layout by cell type (no fill, tap or decap), drive strengths merged
cell type,netlist,final
clkdlybuf4s50,0,152
buf,8,2
mux4,32,32
ha,5,5
dfxtp,11,11
mux2,16,16
xnor2,1,1
clkbuf,1,4
nand2,8,8
inv,3,3
## Yosys cell counts (all sizes together)
cell and instances:
buf 8, clkbuf 1, dfxtp 11, ha 5
inv 3, mux2 16, mux4 32, nand2 8
xnor2 1
## layout make-up
type                       count  area share (%)
tap                           52            2.19
timing repair buffer         154            51.7
inverter                       3           0.379
sequential                    11            7.45
clock buffer                   4            1.52
multi-input combinational     62            36.8
## logic make-up after synthesis
kind of cell  after synthesis
simple gates                8
fa+ha+maj                   5
mux                        48
buf+inv                    12
xor+xnor                    1
flops                      11
## through the flow
step | utilization, % | power (mW) | hold WS, ps
3_5_place_dp | 66.3 | 0.217 | 619
5_1_grt | 67.3 | 0.311 | 671
4_1_cts | 67.3 | 0.299 | 632
6_report | 67.3 | 0.296 | 633
3_3_place_gp | 66.3 | 0.215 | 608
2_1_floorplan | - | 0.108 | 589
## power by group through the flow
| stage | clock network (mW) | logic, mW | registers [mW] |
|---|---|---|---|
| after global routing | 0.0878 | 0.139 | 0.0844 |
| final | 0.0805 | 0.130 | 0.0846 |
| after CTS | 0.0825 | 0.131 | 0.0846 |
## registers in the layout, summed over array words and instances, names as in the netlist
signal and cells:
count 3, row_sink 8
## worst min path at each step
stage	from	endpoint	depth (start not counted)	slack, ps
6_report	count[1]$_DFF_P_	row_sink[3]$_SDFF_PP1_	2	630
5_1_grt	count[1]$_DFF_P_	row_sink[3]$_SDFF_PP1_	2	670
4_1_cts	count[1]$_DFF_P_	row_sink[0]$_SDFF_PP1_	2	630
## per-layer routing
layer	part of all wire, %	vias up	GRT usage, %
li1	-	677	-
met2	53	86	38.8
met1	36	666	26.3
met4	3.3	0	6.00
met3	7.4	10	3.65
met5	0	-	0
## worst max-delay path: cells and delay by family
kind     cells  cell delay [ps]
buf+inv      2              850
mux          2              780
Power and IR drop assume default switching activity.
