[run.sh]
#!/bin/bash
# OpenROAD 26Q1-2900-gdf79404cd8, Yosys 0.63+post, stock flow scripts
make -C /OpenROAD-flow-scripts/flow DESIGN_CONFIG=/design/flow/config.mk WORK_HOME=/design/flow/orfs finish
[config.mk]
export PLATFORM = sky130hd
export DESIGN_NAME = clock_divider
export DESIGN_NICKNAME = clock_divider
export VERILOG_FILES = /design/flow/design.v
export SDC_FILE = /design/flow/constraint.sdc
export NUM_CORES = 4
export LEC_CHECK = 1
export CORE_AREA = 10 10 91 91
export DIE_AREA = 0 0 101 101
[constraint.sdc]
current_design clock_divider

set clk_period 5.4
set clk_io_pct 0.2

create_clock -name clk0 -period $clk_period [get_ports {clock}]

set non_clock_inputs [all_inputs -no_clocks]
set_input_delay [expr $clk_period * $clk_io_pct] -clock clk0 $non_clock_inputs
set_output_delay [expr $clk_period * $clk_io_pct] -clock clk0 [all_outputs]
[design.v]
module DE1_SoC (CLOCK_50, HEX0, HEX1, HEX2, HEX3, HEX4, HEX5, KEY, LEDR,
SW, GPIO_0);
	input CLOCK_50;  
	output [6:0] HEX0, HEX1, HEX2, HEX3, HEX4, HEX5;
	output [9:0] LEDR;
	output [35:0] GPIO_0;
	input [3:0] KEY;  
	input [9:0] SW;
	reg [4:0] count, count1, count2, count3, count4, count5, count6;
	reg tick1, tick2, tick3, tick4;
	reg hold1, hold2, hold3, hold4;
	reg restart, terminate;
	wire [31:0] clk;
	parameter whichClock = 9;
	clock_divider cdiv (CLOCK_50, clk);
	wire last;
	wire [8:0] random;
	wire [4:0] column1, column2, column3, column4;
	wire spot1, spot2, spot3, spot4;
	wire [1:0] play1, play2, play3, play4;
	reg [7:0][7:0] green_array, red_array;
	assign terminate = 1'b0;
	assign restart = (count > 5'd9) && (count < 5'd23);
	assign hold1 = (column1 == 5'b00000);
	assign hold2 = (column2 == 5'b00000);
	assign hold3 = (column3 == 5'b00000);
	assign hold4 = (column4 == 5'b00000);
	assign LEDR[4:0] = column1;
	assign LEDR[9:5] = column2;
	assign green_array[0][0] = column1[0];
	assign green_array[1][0] = column1[1];
	assign green_array[2][0] = column1[2];
	assign green_array[3][0] = column1[3];
	assign green_array[4][0] = column1[4];
	assign green_array[0][2] = column2[0];
	assign green_array[1][2] = column2[1];
	assign green_array[2][2] = column2[2];
	assign green_array[3][2] = column2[3];
	assign green_array[4][2] = column2[4];
	assign green_array[0][4] = column3[0];
	assign green_array[1][4] = column3[1];
	assign green_array[2][4] = column3[2];
	assign green_array[3][4] = column3[3];
	assign green_array[4][4] = column3[4];
	assign green_array[0][6] = column4[0];
	assign green_array[1][6] = column4[1];
	assign green_array[2][6] = column4[2];
	assign green_array[3][6] = column4[3];
	assign green_array[4][6] = column4[4];
	led_matrix_driver led (clk[whichClock], red_array, green_array, GPIO_0[27:20], GPIO_0[35:28], GPIO_0[19:12]);
	LFSR r (.Clock(clk[whichClock]), .Reset(SW[9]), .q(random));
	cyber cy1  (.Clock(clk[whichClock]) , .pressed(hold1)	  , .pull(tick1) , .stop(terminate));
	cyber cy2  (.Clock(clk[whichClock]) , .pressed(hold2)	  , .pull(tick2) , .stop(terminate));
	cyber cy3  (.Clock(clk[whichClock]) , .pressed(hold3)	  , .pull(tick3) , .stop(terminate));
	cyber cy4  (.Clock(clk[whichClock]) , .pressed(hold4)	  , .pull(tick4) , .stop(terminate));
	press p1 (.Clock(clk[whichClock]) , .pressed(~KEY[0]), .pull(spot1), .stop(terminate));
	press p2 (.Clock(clk[whichClock]) , .pressed(~KEY[1]), .pull(spot2), .stop(terminate));
	press p3 (.Clock(clk[whichClock]) , .pressed(~KEY[2]), .pull(spot3), .stop(terminate));
	press p4 (.Clock(clk[whichClock]) , .pressed(~KEY[3]), .pull(spot4), .stop(terminate));
	oneBank o1 (.Clock(clk[whichClock]), .Reset(SW[9] || restart), .speed(SW[1:0]), .start(random[0]), .out(column1), .stop(terminate));
	oneBank o2 (.Clock(clk[whichClock]), .Reset(SW[9] || restart), .speed(SW[1:0]), .start(random[5]), .out(column2), .stop(terminate));
	oneBank o3 (.Clock(clk[whichClock]), .Reset(SW[9] || restart), .speed(SW[1:0]), .start(random[7]), .out(column3), .stop(terminate));
	oneBank o4 (.Clock(clk[whichClock]), .Reset(SW[9] || restart), .speed(SW[1:0]), .start(random[2]), .out(column4), .stop(terminate));
	checkOnPoint c1 (.Clock(clk[whichClock]), .Reset(SW[9] || restart), .in(spot1), .allOff(tick1), .harder(SW[2]), .column(column1), .point(play1), .stop(terminate));
	checkOnPoint c2 (.Clock(clk[whichClock]), .Reset(SW[9] || restart), .in(spot2), .allOff(tick2), .harder(SW[2]), .column(column2), .point(play2), .stop(terminate));
	checkOnPoint c3 (.Clock(clk[whichClock]), .Reset(SW[9] || restart), .in(spot3), .allOff(tick3), .harder(SW[2]), .column(column3), .point(play3), .stop(terminate));
	checkOnPoint c4 (.Clock(clk[whichClock]), .Reset(SW[9] || restart), .in(spot4), .allOff(tick4), .harder(SW[2]), .column(column4), .point(play4), .stop(terminate));
	score s1 (.Clock(clk[whichClock]), .Reset(SW[9] || restart), .onPoint(play1), .out(count1), .stop(terminate));
	score s2 (.Clock(clk[whichClock]), .Reset(SW[9] || restart), .onPoint(play2), .out(count2), .stop(terminate));
	score s3 (.Clock(clk[whichClock]), .Reset(SW[9] || restart), .onPoint(play3), .out(count3), .stop(terminate));
	score s4 (.Clock(clk[whichClock]), .Reset(SW[9] || restart), .onPoint(play4), .out(count4), .stop(terminate));
	add5bits aa1 (.A(count1), .B(count2), .out(count5), .stop(terminate), .E(1'b0));
	add5bits aa2 (.A(count3), .B(count4), .out(count6), .stop(terminate), .E(1'b0));
	add5bits aa3 (.A(count5), .B(count6), .out(count) , .stop(terminate), .E(1'b0));
	seg7 display1 (count, HEX1, HEX0);
endmodule
module clock_divider (clock, divided_clocks);
	input clock;
	output [31:0] divided_clocks;
	reg [31:0] divided_clocks;
	initial
		divided_clocks = 0;
	always @(posedge clock)
		divided_clocks = divided_clocks + 1;
endmodule
==> reports/metrics.yaml <==
die:
  boundaryPins: 33
  dieArea_mm2: 0.0102
  fp_util_pct: 20.8
  core_area_mm2: 0.00635
  die_h_um: 101
  rows: 29
  die-width_um: 101
global_routing:
  grt_use_total_pct: 5.73
  grt_max_degree: 12
  grt_pass1_vias: 948
  antenna_found_initial: 0
  grt_pass1_wl_mm: 4.78
  globalRoute.totalOverflow: 0
final_layout:
  area_delta_synth_final_pct: 37.9
  design_area_mm2: 0.00182
  largest_reg_flops: 32
  final_core_util_pct: 28.6
  drive_gt1_share_pct: 10.4
outcome:
  status: "complete, no violations"
worst_setup_path:
  endpoint_kind: "primary output"
  max_stage_delay_ns: 0.51
  crit_fanout: 6
  crit_chain: "clkdlybuf4s50_1"
  critPathRequiredTime_ns: 4.32
  path_buffers: 1
  crit_family: "buffers and inverters"
  startpoint_type: "flop"
  worst-setup-path-type: "flop to primary output"
  cp_data_arrival_time_ns: 1.22
  cp_slowest_cell: "clkdlybuf4s50_1"
yosys:
  avgSynthCellArea_um2: 10.4
  netlist_top_cells_area: "dfxtp_1, xor2_1, xnor2_1"
  synth.distinct_cells: 24
  top_area_share_pct: 48.6
  netlist_area_mm2: 0.00132
  ys_seq_share_pct: 48.6
  yosys_warnings: 1
  synthCells: 127
  synthArstFlopShare_pct: 0
  top_cell: "dfxtp_1"
  yosys_cells: 127
  ys_top_cells_by_count: "dfxtp_1, xor2_1, nand3_1, xnor2_1, nand2_1"
  ys.flops: 32
  ff_type: "dfxtp_1"
  top_area_cell: "dfxtp_1"
  edf_count: 0
  yosys_area_mm2: 0.00132
drt:
  ant_nets: 0
  drt_wl_total_mm: 2.85
  drt_iter0_markers: 11
  num_antenna_cells: 0
  avgRoutedWirePerCell_um: 11.9
  firstDrtPassIters: 2
  vias: 952
  drc: 0
  via_per_inst: 3.97
final_timing:
  relSlewSlack_pct: 60.1
  drv_slew: 0
  period_used_pct: 42.6
  skew_ns: 0.0105
  fmax_ghz: 0.434
  setup_viol: 0
  tns_ns: 0
  period_minus_slack_ns: 2.30
  rsz0062_at_grt: "false"
  worst_pin_slew_ns: 0.596
  setup_ws_ns: 3.10
  hold_viol_final: 0
clocking:
  clk_pin_slew_worst_paths_ns: 0.07
  clock_latency_ns: 0.29
  ctsHoldBuffers: 0
  htreeDepth: 2
  cts_setup_buffers: 0
  cts_buffers: 5
  cts-root-buf: "clkbuf_8"
  cts_tree: "built"
  clk_path_buf_depth: 2
  post_cts_resize_count: 0
  cts.sinks: 32
place:
  gp_routability_congestion: 0.766
  io_buffers: 32
  hpwl_mm: 2.07
  place_area_mm2: 0.00171
  pre_cts_slack_ns: 3.40
power:
  power.total_w: 0.000463
  p_leak_nw: 0.714
  power.density_mw_per_mm2: 254
  combPwrFrac_pct: 0
  power_frac_clock_pct: 49.0
  peakVddDrop_mv: 0.138
  p_int_w: 0.000373
  pwr-share-seq_pct: 51.0
  swShare_pct: 19.4
  switchingPower_w: 0.0000899
hold_path:
  worst_hold_path_type: "flop to flop"
job:
  max_cap_violations: 0
  warning_count: 25
## metal layers
| layer | GRT usage [%] | share of wire [%] |
|---|---|---|
| met2 | 8.50 | 44 |
| met5 | 0 | 0 |
| met3 | 3.33 | 12 |
| met4 | 0.857 | 1.4 |
| met1 | 7.23 | 43 |
## power groups by stage
stage	clock network, W	logic [W]	registers (W)
4_1_cts	0.000236	0.000000000401	0.000236
5_1_grt	0.000248	0.000000000401	0.000236
6_report	0.000227	0.000000000401	0.000236
## area by class of cell
type | instances | area, µm²
clock buffers | 6 | 72.6
multi-input cells | 86 | 634
flip-flops and latches | 32 | 641
inverters | 5 | 18.8
repair buffers | 32 | 320
clock inverters | 2 | 35.0
well taps | 77 | 96.3
fillers | 636 | 4530
## layout by cell type (no fill, tap or decap), drive strengths merged
| cell type | count |
|---|---|
| nor3 | 4 |
| nand3 | 12 |
| nand2 | 9 |
| nand4 | 3 |
| and3 | 2 |
| xor2 | 20 |
| and4 | 4 |
| xnor2 | 10 |
| clkbuf | 6 |
| or3 | 2 |
| nor2 | 6 |
| nand2b | 1 |
| ha | 1 |
| dfxtp | 32 |
| nor4 | 10 |
| clkinv | 1 |
| or2 | 1 |
| bufinv | 1 |
| nor3b | 1 |
| clkdlybuf4s50 | 32 |
| inv | 5 |
## kinds of logic after synthesis
kind of cell	count (synthesis)	share of synthesized area, %
adders and majority gates	1	0.949
xor gates and xnor gates	30	19.9
DFF	32	48.6
buffers and inverters	9	3.32
and+or+nand+nor	55	27.2
## metrics by stage
stage / cells / hold WS, ns
after floorplan: 127 / 0.394
after CTS: 240 / 0.442
after detailed placement: 232 / 0.425
after global routing: 240 / 0.462
after global placement: 232 / 0.421
final: 240 / 0.438
## final timing paths
check / depth (start not counted) / slack (ns) / endpoint / from
max: 1 / 3.10 / divided_clocks[2] / divided_clocks[2]
min: 1 / 0.44 / divided_clocks[0] / divided_clocks[0]
max reg2reg: 5 / 3.52 / divided_clocks[24] / divided_clocks[0]
min reg2reg: 1 / 0.44 / divided_clocks[0] / divided_clocks[0]
Power and IR drop assume default switching activity.
