==> design.v <==
module tickCounter (Clock, Reset, speed, tick);
	input  Clock, Reset;
	input  [1:0] speed;
	reg [15:0] counter_up_time;
	output reg tick;
	always @ (posedge Clock)
	begin
		if (Reset)
			counter_up_time<=0;
		else 
			case (speed)
				2'b00: begin
							if (counter_up_time<29999) begin
								tick = 1'b0;
								counter_up_time<=counter_up_time+1;
							end
							else begin
								counter_up_time<=0;
								tick = 1'b1;
							end
						end
				2'b01: begin
							if (counter_up_time<24999) begin
								tick = 1'b0;
								counter_up_time<=counter_up_time+1;
							end
							else begin
								counter_up_time<=0;
								tick = 1'b1;
							end
						end
				2'b10: begin
							if (counter_up_time<19999) begin
								tick = 1'b0;
								counter_up_time<=counter_up_time+1;
							end
							else begin
								counter_up_time<=0;
								tick = 1'b1;
							end
						end
				2'b11: begin
							if (counter_up_time<14999) begin
								tick = 1'b0;
								counter_up_time<=counter_up_time+1;
							end
							else begin
								counter_up_time<=0;
								tick = 1'b1;
							end
						end
			endcase
		end
endmodule
==> run.sh <==
#!/bin/bash
# OpenROAD 26Q1-2900-gdf79404cd8, Yosys 0.63+post, stock flow scripts
make -C /OpenROAD-flow-scripts/flow DESIGN_CONFIG=/design/flow/config.mk WORK_HOME=/design/flow/orfs finish
==> config.mk <==
export PLATFORM = sky130hd
export DESIGN_NAME = tickCounter
export DESIGN_NICKNAME = tickCounter
export VERILOG_FILES = /design/flow/design.v
export SDC_FILE = /design/flow/constraint.sdc
export NUM_CORES = 4
export LEC_CHECK = 1
export CORE_AREA = 10 10 100 100
export DIE_AREA = 0 0 110 110
==> constraint.sdc <==
current_design tickCounter

set clk_period 2.8
set clk_io_pct 0.2

create_clock -name clk0 -period $clk_period [get_ports {Clock}]

set non_clock_inputs [all_inputs -no_clocks]
set_input_delay [expr $clk_period * $clk_io_pct] -clock clk0 $non_clock_inputs
set_output_delay [expr $clk_period * $clk_io_pct] -clock clk0 [all_outputs]
==> run summary <==
run metrics: max_slew headroom 0.4766, CTS resizes 0, CTS tree built, Async SR Flop Fraction 0, Worst EP required 2.90 ns, critical path class primary input to flip-flop, Fmax around 460 MHz, drt pass-1 iters 4, Setup Fix Bufs, Post-CTS 0, Unique cell types 35, Setup crit end counter_up_time[2], chip area approximately 12000 sq um, Crit Reg-Reg Startpoint counter_up_time[11], worst min path class flip-flop to flip-flop, Routed Wire Length 1997 microns, Met3 Wirelength 153 microns, Comb area about 610 sq um, clock root cell clkbuf_8, largest cells by area after synthesis dfxtp_1 (31%), nor3_2 (8.7%), xnor2_1 (5.9%), Post-synth EDFFs 1, Slew @ Worst Pin 0.7827 ns, chip height 110 microns, largest area contributor in the netlist dfxtp_1, worst reg-to-reg path cell count 6, Yosys Chip Area 1037 sq um, Fin. Hold Viols 0, Core Util at FP 0.1329, DP Worst Slack 0.3635 ns, Yosys top cell by instances dfxtp_1, top sig layer met3, Worst-Skew Late Latency 0.25 ns, RSZ-0062 raised after global routing no, Synth Register Bits 17, hold_ws 0.4715 ns, share of layout cells above drive strength 1 0.1565, Worst Skew 0.001966 ns, initial antenna violation count 0, grt ovf 0, peak supply drop 136.2 uV, Area leader share 0.3088, final setup vio count 0, Max Root-Sink Buffers 2, Cell Area, Synth about 1000 sq um, Worst EP arrival about 2.3 ns, detailed-route via count 800, TNS Setup 0 ns, Antenna Cells 0, post-route minimum period 2.177 ns, DR WL/cell 9.203 microns, LEAKAGE 0.3190 nW, Antenna Nets Post-Route 0, Placeable Area a little under 8000 sq um, syn_area_per_cell 8.790 sq um, number of max-cap violations 0, OpenROAD warning count 25, Worst setup startpoint speed[1], yosys cell count between 100 and 150, most frequent cells after synthesis dfxtp_1 (16), nor3_1 (10), nor3_2 (9), vias in the first global route approximately 720, DRC 0, Placer Congestion 0.7836, Clock transition at path regs 0.06 ns, hold_buf cts 0, Setup WS post-layout 0.6233 ns, All-Layer GR Usage 0.03476, crit-path max FO 16, Critical Path Sink Type flip-flop, CTS sink cnt 17, Tcrit/Tclk final 0.7774, CTS Buf Count 3, WL met2 843 microns, R2R Path End counter_up_time[2], Pins Over Slew Limit 0, FF-to-FF setup slack roughly 0.8 ns, yosys warns 1, # port buffers 4, Site Rows 32, Seq share, synth 0.3378, Startpoint Class primary input, # H-tree levels 1, Die X 110 microns, Reg area 350.3 sq um, 1st-iter DRT viols 47, PD cells 392.4 nW/um^2, Metal-1 WL 999 microns, Hold Crit Depth 1, total of fill cells in the finished design 881, main flop type dfxtp_1, first-pass GRT wire length 3498 microns, status finished, final reports clean, drt via density 3.687, Area Overhead vs Synth 14.96%, pin count of the biggest net entering global routing 17, # IOs 5, Final Power about 0.47 mW, Synth Instances ~120, detailed placer's ending HPWL around 1400 microns
==> per-layer routing <==
metal  global-route usage  vias up
met3              0.01410        0
met2              0.04996       18
met1              0.04943      370
met4             0.003717        0
met5                    0        -
li1                     -      412
==> cell families after synthesis <==
group	Yosys count	synth area share
simple gates	56	0.3426
fa+ha+maj	1	0.01206
compound gates	14	0.1170
other cells	1	0.003615
xor+xnor	13	0.1098
buf+inv	16	0.07719
flops	17	0.3378
==> how the worst min path moves through the flow <==
stage | startpoint | slack (ns) | end
after global routing | counter_up_time[0] | 0.52 | counter_up_time[0]
final | counter_up_time[0] | 0.47 | counter_up_time[0]
after CTS | counter_up_time[0] | 0.47 | counter_up_time[0]
==> cell type report <==
type                       count  share of cell area
multi-input combinational     85              0.5089
sequential                    17              0.2938
tap                          102              0.1070
timing repair buffer           5             0.03987
clock buffer                   4             0.03778
inverter                       4             0.01259
==> report_power, final <==
part / switching [mW] / internal, mW / total (mW)
clock: 0.0779 / 0.101 / 0.179
sequential: 0.00314 / 0.248 / 0.252
combinational: 0.0218 / 0.0158 / 0.0376
total: 0.103 / 0.365 / 0.468
==> metrics by stage <==
stage | std cells | utilization | instance area, sq um
2_1_floorplan | 118 | - | 1037
3_3_place_gp | 213 | 0.1470 | 1147
3_5_place_dp | 213 | 0.1470 | 1147
4_1_cts | 217 | 0.1527 | 1192
5_1_grt | 217 | 0.1527 | 1192
6_report | 217 | 0.1527 | 1192
==> sequential cells by signal, summed over array words and instances (netlist names) <==
name             flops
tick                 1
counter_up_time     16
==> placed cells by master, fill, tap and decap left out <==
cell / instances
nor2b_1: 1
ha_1: 1
a41oi_4: 1
or4b_4: 1
conb_1: 1
o21ai_0: 2
clkbuf_8: 3
o211ai_2: 1
a31oi_1: 1
nor3_1: 10
or2_2: 1
nand2b_1: 1
nand3_1: 6
clkbuf_1: 1
and3_1: 2
nand2_1: 5
o311ai_1: 1
a211oi_2: 1
clkdlybuf4s50_1: 4
a41oi_1: 1
a21oi_1: 4
dfxtp_1: 16
buf_4: 1
o211ai_1: 2
nor4_1: 2
or4_1: 1
xnor2_1: 7
edfxtp_1: 1
nor3_2: 9
nor2_1: 7
nor4b_1: 2
nor3b_1: 2
nand4b_1: 2
nand4_1: 4
inv_1: 4
xor2_1: 6
==> critical path: stages <==
cell and delay [ns]:
clkdlybuf4s50_1 0.55, nand4b_1 0.12, nor4b_1 0.27, o311ai_1 0.19, a41oi_4 0.24, buf_4 0.27, nor3_1 0.08
No activity file was given, so power comes from the tool's default toggle rates.
